==> design/flow/config.mk <==
export PLATFORM = sky130hd
export DESIGN_NAME = SYSCON
export DESIGN_NICKNAME = SYSCON
export VERILOG_FILES = /design/flow/design.v
export SDC_FILE = /design/flow/constraint.sdc
export NUM_CORES = 4
export LEC_CHECK = 1
export CORE_AREA = 10 10 70 70
export DIE_AREA = 0 0 80 80
==> design/flow/constraint.sdc <==
current_design SYSCON

set clk_period 2.1
set clk_io_pct 0.2

create_clock -name clk0 -period $clk_period

set non_clock_inputs [all_inputs -no_clocks]
set_input_delay [expr $clk_period * $clk_io_pct] -clock clk0 $non_clock_inputs
set_output_delay [expr $clk_period * $clk_io_pct] -clock clk0 [all_outputs]
==> design/flow/design.v <==
// synopsys translate_off
`timescale 1ns / 1ps
// synopsys translate_on
module SYSCON(
	input clk,
	input reset,
	output CLK_O,
	output RST_O,
	input [31:0] ADR_I,
	input STB_I,
	output [3:0] STB_O,
	output ERR_O
);
wire [3:0] stb;
assign STB_O = STB_I ? stb : 4'd0;
assign ERR_O = STB_I && (stb == 'd0);
assign stb[0] = ADR_I[31:0] < 32'h1000;  
assign stb[1] = (ADR_I[31:0] >= 32'h100000) && (ADR_I[31:0] < 32'h200000);  
assign stb[2] = (ADR_I[31:0] >= 32'h200000) && (ADR_I[31:0] < 32'h200100);  
assign stb[3] = (ADR_I[31:0] >= 32'h200100) && (ADR_I[31:0] < 32'h200200);  
assign RST_O = reset;
assign CLK_O = clk;
endmodule
==> design/flow/run.sh <==
#!/bin/bash
# OpenROAD 26Q1-2900-gdf79404cd8, Yosys 0.63+post, stock flow scripts
make -C /OpenROAD-flow-scripts/flow DESIGN_CONFIG=/design/flow/config.mk WORK_HOME=/design/flow/orfs finish
==> summary.txt <==
This memo summarizes the results of the implementation run.

Outcome
The flow ran to the end, and the final reports show no timing, DRC or antenna violations.

Floorplanning
For this design the top-level I/O count stands at 42. The floorplan step defined a core boundary enclosing 3420 µm². Row generation in the floorplan step produced 21 rows. Measured along the y axis, the die boundary spans 80 µm.

The floorplan utilization is 4.40%. The die covers 6400 µm². Measured along the x axis, the die boundary spans 80 µm.

Placed design
The setup slack at placement is -754 ps. The HPWL reported at the end of detailed placement is 1.03 mm. RePlAce ended its routability-driven mode at a weighted congestion of 0.829. As logged by OpenROAD, the buffers inserted on ports number 30.

Power and ir drop
The analysis reports a worst IR drop on VDD of 16.0 µV. Summing internal, switching and leakage power gives 67.3 µW. The report lists the power per cell area as 109 nW/µm². The leakage component of the power was reported as 0.277 nW.

Flow run
The max-cap violation count is 0. The tool warning count for the run is 41.

Finish
The final report gives the core utilization as 18.1%. The footprint of the multi-input gates is 221 µm². Of the cells placed in the final design, the portion with a size suffix greater than 1 is 56.5%. Per the layout area report, the register area comes to 0 µm². In this run the layout overhead on the synthesized area is reported as 311%.

Sequential cells placed in the final layout were counted as 0. After layout, the clock buffer instance count stands at 0. The filler cell count in the final layout is 381.

GRT
The number of antenna violations at the first check in global routing is 0. The leftover overflow at the end of global routing is 0. Entering global routing, the biggest net connects 4 pins. The number of global-route vias before repair came to 352.

The first global-routing pass estimated 1.88 mm of wire. The total track usage is 3.60%.

Synth
In the Yosys report the total cell count is 22. Of the synthesized area, sequential elements account for 0%. The post-synthesis area per instance is 6.82 µm². The post-synthesis instance area is 150 µm².

The count of different cell masters after synthesis is 14. The gate count of the mapped netlist is 22. The synthesized chip area reported by yosys is 150 µm².

By area the synthesized netlist is led by nor3b_2, nor4_1, buf_4. The top cell type's share of synthesized area is 16.7%. The most instantiated library cell after synthesis is nor4_1. The Yosys warning count is 1. The cell type with the largest total area after synthesis is nor3b_2.

Setup path
The number of buffer and inverter stages on the critical path is 4. The critical path in this run is classified as in -> out. For the worst setup path, the data arrival time is 1650 ps. The kind of end point of the critical path is a primary output. The endpoint required time on the critical path is 1680 ps. The slowest stage of the critical path belongs to the cell dlygate4sd2_1. The largest fanout of any net on the critical path is 3. Walking the worst path, the cells encountered are dlygate4sd2_1 -> nor4_4 -> nand3_4 -> nor3b_4 -> buf_4 -> buf_4 -> o21ai_1 -> buf_2.

The dominant delay contributor by cell family on the critical path is buffers and inverters. The delay of the slowest critical-path stage is 250 ps. STA classifies the critical path startpoint as an input port.

Among the stages of the critical path, the cell type that occurs most often is buf_4.

Route
The routed design has 1.27 mm of wire. The total vias in the final route is 336. The via count normalized by instance count is 3.11. The mean routed wirelength per cell is 11.7 µm. Detailed-route iteration 0 reported a violation count of 8. The final antenna diode tally reported by the flow is 0. Before antenna repair, the detailed router went through 2 iterations. For this run, design rule violations remaining after detail routing come to 0. The number of nets still failing antenna checks after routing is 0.

STA
Static timing analysis puts the maximum clock frequency at 483 MHz. The minimum period implied by the final worst setup slack is 2070 ps. Looking at the max-slew report, the worst-margin pin has a slew of 301 ps.

For reference, the final report shows the max-slew violation count at 0. In the finished design, the share of the clock period the worst path needs comes to 98.5%. The end-of-flow timing check tallies setup violations at 0.

Per the final timing report, the hold violations number 0. The smallest setup slack after layout is 31.3 ps. Setup repair after global routing could not meet its margin everywhere. In this run the tightest slew margin relative to its limit is 79.8%.

Worst hold path
Note that the worst hold path type here is in -> out.
[final timing paths]
check | from | endpoint | cells past startpoint
max | ADR_I[27] | ERR_O | 8
min | reset | RST_O | 0
[per-stage QoR]
stage | cells | TNS [ps] | hold slack, ps | cell area (µm²)
2_1_floorplan | 22 | 0 | 852 | 150
3_3_place_gp | 103 | -3290 | 840 | 546
3_5_place_dp | 103 | -3560 | 840 | 546
4_1_cts | 108 | 0 | 840 | 604
5_1_grt | 108 | -166 | 840 | 617
6_report | 108 | 0 | 840 | 617
[cells in the final DEF (no fill, tap or decap)]
master,n
and4_1,1
nor2_1,1
nor3b_4,1
o311ai_2,1
buf_6,3
nor2_2,1
buf_2,7
a41o_2,1
buf_4,11
o21ai_1,1
dlygate4sd2_1,13
inv_1,2
nor3_2,1
nor3b_2,1
clkdlybuf4s50_1,4
clkbuf_2,3
nand3_4,1
nor4_1,1
clkdlybuf4s15_1,1
nand2_1,2
and4b_1,1
nor4_4,3
nor4b_4,1
[cell families after synthesis]
group | count (synthesis) | synth area share, %
simple gates | 15 | 68.3
buf+inv | 4 | 15.0
compound gates | 3 | 16.7
[final cells by class]
cell class / count / area share, %
multi-input combinational: 18 / 35.9
tap: 46 / 9.33
timing repair buffer: 42 / 53.5
inverter: 2 / 1.22
[power by group]
| part | leakage (nW) | switching (mW) | internal, mW |
|---|---|---|---|
| clock network | 0 | 0 | 0 |
| logic | 0.277 | 0.0251 | 0.0423 |
| registers | 0 | 0 | 0 |
| total | 0.277 | 0.0251 | 0.0423 |
[timing repair]
action | CTS | global route
buffers inserted | 5 | 0
pin swaps | 12 | 2
hold buffers | 0 | 0
endpoints found under the setup margin | 5 | 5
gates resized | 65 | 11
[metal layers]
layer / global-route usage [%] / wire length (µm) / up-vias
met5: 0 / 0 / -
met4: 0 / 0 / 0
met3: 1.36 / 148 / 0
met2: 6.50 / 606 / 19
met1: 4.15 / 512 / 148
li1: - / - / 169
No activity file was given, so power comes from the tool's default toggle rates.
